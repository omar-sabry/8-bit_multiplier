===== design/flow/design.v =====
module RCA2C (input [7:0] in,output [7:0] out);
wire x0,x1,x2,x3,x4,x5,x6,x7;
assign x0= in[7]^in[0];
assign x1= in[7]^in[1];
assign x2= in[7]^in[2];
assign x3= in[7]^in[3];
assign x4= in[7]^in[4];
assign x5= in[7]^in[5];
assign x6= in[7]^in[6];
assign x7= in[7]^in[7]; 
assign out = (in[7])? ({x7,x6,x5,x4,x3,x2,x1,x0}+1) :({x7,x6,x5,x4,x3,x2,x1,x0});
endmodule

===== design/flow/run.sh =====
#!/bin/bash
# OpenROAD 26Q1-2900-gdf79404cd8, Yosys 0.63+post, stock flow scripts
make -C /OpenROAD-flow-scripts/flow DESIGN_CONFIG=/design/flow/config.mk WORK_HOME=/design/flow/orfs finish

===== design/flow/config.mk =====
export PLATFORM = sky130hd
export DESIGN_NAME = RCA2C
export DESIGN_NICKNAME = RCA2C
export VERILOG_FILES = /design/flow/design.v
export SDC_FILE = /design/flow/constraint.sdc
export NUM_CORES = 4
export LEC_CHECK = 1
export CORE_AREA = 10 10 70 70
export DIE_AREA = 0 0 80 80

===== design/flow/constraint.sdc =====
current_design RCA2C

set clk_period 1.7
set clk_io_pct 0.2

create_clock -name clk0 -period $clk_period

set non_clock_inputs [all_inputs -no_clocks]
set_input_delay [expr $clk_period * $clk_io_pct] -clock clk0 $non_clock_inputs
set_output_delay [expr $clk_period * $clk_io_pct] -clock clk0 [all_outputs]

==> impl_metrics.json <==
{
  "grt_max_degree": 7,
  "layout-drive-gt1-share_pct": 58.5,
  "via_per_inst": 2.52,
  "die_width_um": 80,
  "dieArea_mm2": 0.00640,
  "wirelength_um": 674,
  "setup_viol": 5,
  "syn_area_um2": 178,
  "min_period_ns": 1.79,
  "grt_pass1_vias": 239,
  "vias": 219,
  "cpMaxStageDelayCell": "or4b_4",
  "drc": 0,
  "seq_cells": 0,
  "max_stage_delay_ns": 0.54,
  "yosysMostFrequentCell": "xnor2_1",
  "rsz0062_at_grt": "true",
  "leakagePower_uw": 0.000167,
  "track_usage_pct": 1.96,
  "drv_cap": 0,
  "use_met1_pct": 3.16,
  "dpl-instance-area_um2": 418,
  "antenna_cells": 0,
  "startpoint_type": "input pin",
  "hp-class": "in -> out",
  "n_clock_buffer": 0,
  "warnings": 34,
  "synth_top_area_share_pct": 24.6,
  "max_slew_margin_pct": 88.1,
  "violations": "negative setup slack",
  "status": "complete, but fails checks",
  "grt-busiest-layer": "met1",
  "crit_type": "in -> out",
  "yosys_warnings": 0,
  "synth.largest_area_cell": "xnor2_1",
  "io_pins": 16,
  "row_count": 21,
  "antenna_found_initial": 0,
  "drt_first_pass_iters": 4,
  "synthToLayoutAreaGrowth_pct": 142,
  "globalplace.congestion": 0.765,
  "synth_cells": 21,
  "max_freq_mhz": 557,
  "design_area_um2": 429,
  "final_util_pct": 12.6,
  "drt-wirelength-per-cell_um": 7.75,
  "startpoint": "in[2]",
  "cp_data_required_time_ns": 1.36,
  "antenna_left": 0,
  "worst_slew_pin_slew_ns": 0.179,
  "flop_area_um2": 0,
  "initial_core_util_pct": 5.20,
  "powerDensity_mw_per_mm2": 230,
  "synth_cell_type_count": 15,
  "netlist_top_cells_count": "xnor2_1 (5), o21ai_0 (2), xor2_1 (2)",
  "slew_violations": 0,
  "avgSynthCellArea_um2": 8.46,
  "use_met2_pct": 2.01,
  "crit_chain": "buf_6, or4b_4, buf_6, o21ai_4, xnor2_1, buf_2",
  "synth_seq_share_pct": 0,
  "dp_cells": 86,
  "setup_ws_ns": -0.0942,
  "final_cell_count_no_fill": 87,
  "drtIter0Drc": 3,
  "core_mm2": 0.00342,
  "end_kind": "primary output",
  "peakVddDrop_mv": 0.0881,
  "ys_area_um2": 178,
  "min_from": "in[2]",
  "io_buffers": 16,
  "cp_max_fo": 3,
  "area_leaders": "xnor2_1 (25%), xor2_1 (9.9%), nor4b_2 (8.5%)",
  "yosys_cells": 21,
  "fp.dieH_um": 80,
  "fin_crit_sh_pct": 106,
  "grt_pass1_wl_um": 1080,
  "hold_viol": 0,
  "arrival_ns": 1.45,
  "met3_usage_pct": 1.36,
  "grt_overflow": 0,
  "crit_top_cell": "buf_6"
}
[layout by cell type, fill, tap and decap left out, drive strengths merged]
cell / netlist / final
nand2b: 1 / 1
buf: 1 / 14
nand2: 1 / 1
dlygate4sd2: 0 / 2
clkdlybuf4s50: 0 / 2
xor2: 2 / 2
clkdlybuf4s15: 0 / 4
o21ai: 3 / 3
or4b: 1 / 1
or3: 1 / 1
mux2: 1 / 1
xnor2: 5 / 5
ha: 1 / 1
or2b: 1 / 1
nor4b: 1 / 1
or2: 1 / 1
[kinds of logic (layout without fill, tap and decap cells)]
family                   after synthesis  in the layout  synth area share, %
buffers and inverters                  2             22                 8.45
XOR/XNOR                               7              7                 34.5
AND/OR/NAND/NOR                        7              7                 33.1
adder cells (fa/ha/maj)                1              1                 7.04
AND-OR/OR-AND                          3              3                 10.6
multiplexers                           1              1                 6.34
[per-stage QoR]
stage / TNS (ns) / setup slack [ns] / hold WS [ns] / power, uW
finish: -0.331 / -0.0942 / 0.939 / 98.5
global route: -0.722 / -0.134 / 0.960 / 109
CTS: -0.445 / -0.127 / 0.931 / 96.9
detailed placement: -5.54 / -0.867 / 1.57 / 105
global placement: -5.35 / -0.811 / 1.57 / 105
floorplan: 0 / 0.212 / 0.693 / 34.1
[final timing paths]
| kind | endpoint | slack (ns) | cells after the start |
|---|---|---|---|
| setup / recovery | out[5] | -0.09 | 6 |
| hold / removal | out[2] | 0.94 | 3 |
[power by group]
group / switching (uW) / internal, uW / total, uW
sequential: 0 / 0 / 0
combinational: 35.0 / 63.5 / 98.5
clock: 0 / 0 / 0
[per-layer routing]
layer | vias to the layer above | share of wire, %
met2 | 16 | 23
met4 | 0 | 0
li1 | 111 | -
met1 | 92 | 56
met3 | 0 | 21
met5 | - | 0
[final cells by class]
type	count	area [um^2]
timing repair buffer	22	179
fill	394	2990
multi-input combinational	19	193
tap	46	57.6
[repair_timing]
action,CTS,global route
hold endpoints to repair,0,0
buffers inserted,1,0
hold buffers,0,0
pin swaps,13,9
endpoints found under the setup margin,7,7
gates resized,46,3
[worst max-delay path, delay by kind of cell]
family	cells	cell delay [ns]
AND-OR/OR-AND	1	0.11
XOR/XNOR	1	0.12
buffers and inverters	3	0.35
AND/OR/NAND/NOR	1	0.54
No activity file was given, so power comes from the tool's default toggle rates.
