File: /design/flow/design.v
module SRR (input clk,start,en , input [7:0] in, output reg [7:0] out=0);
reg [15:0] store;
always @(posedge clk )begin
if (en) begin
if (start)store=in;
out<=store;
store<={1'b0,store[7:1]};
end
end
endmodule
File: /design/flow/run.sh
#!/bin/bash
# OpenROAD 26Q1-2900-gdf79404cd8, Yosys 0.63+post, stock flow scripts
make -C /OpenROAD-flow-scripts/flow DESIGN_CONFIG=/design/flow/config.mk WORK_HOME=/design/flow/orfs finish
File: /design/flow/config.mk
export PLATFORM = sky130hd
export DESIGN_NAME = SRR
export DESIGN_NICKNAME = SRR
export VERILOG_FILES = /design/flow/design.v
export SDC_FILE = /design/flow/constraint.sdc
export NUM_CORES = 4
export LEC_CHECK = 1
export CORE_AREA = 10 10 84 84
export DIE_AREA = 0 0 94 94
File: /design/flow/constraint.sdc
current_design SRR

set clk_period 1.4
set clk_io_pct 0.2

create_clock -name clk0 -period $clk_period [get_ports {clk}]

set non_clock_inputs [all_inputs -no_clocks]
set_input_delay [expr $clk_period * $clk_io_pct] -clock clk0 $non_clock_inputs
set_output_delay [expr $clk_period * $clk_io_pct] -clock clk0 [all_outputs]
==> results.json <==
{
  "setup_viol": 0,
  "chipArea_um2": 8840,
  "path_delay_family": "buffers and inverters",
  "synth-edff-count": 15,
  "yosys_warnings": 1,
  "post_cts_buffers": 0,
  "layout_min_cycle_time_ns": 1.31,
  "regArea_um2": 450,
  "post-route-period-util": 0.939,
  "warning_count": 25,
  "place_ws_ns": -0.0997,
  "hpwl_um": 842,
  "ir_drop_v": 0.000351,
  "dpl.cell_count": 113,
  "arrival_ns": 1.03,
  "root_buffer": "clkbuf_8",
  "flop_cell": "edfxtp_1",
  "synthTopCellsByCount": "edfxtp_1, mux2_4, and2_2, buf_6",
  "setup_ws_ns": 0.0850,
  "drive_gt1_frac": 0.277,
  "crit_path_end_kind": "output port",
  "whs_ns": 0.546,
  "yosysSeqAreaShare": 0.784,
  "cpPeakStageDelay_ns": 0.47,
  "floorplan.core_util": 0.110,
  "max_slew_margin": 0.928,
  "cts_tree": "yes",
  "via_count": 281,
  "required_ns": 1.12,
  "clock_skew_ns": 0.00147,
  "core_um2": 5200,
  "power_mw": 1.00,
  "cts-resized-gates": 0,
  "top_cell": "edfxtp_1",
  "clockBufferDepth": 2,
  "die_w_um": 94,
  "critPathBufInv": 1,
  "fmax_mhz": 760,
  "critPathMaxFanout": 1,
  "fillCellCount": 579,
  "hold_class": "reg2reg",
  "grt_pass1_vias": 312,
  "cts-buffers-inserted": 3,
  "ys_cells": 24,
  "final_util": 0.176,
  "p_leak_nw": 0.319,
  "clkLatencyLatePin_ns": 0.24,
  "htree_num_levels": 1,
  "cp-start-kind": "flip-flop",
  "power_frac_seq": 0.542,
  "syn_avg_cell_area_um2": 23.9,
  "drc": 0,
  "outcome": "finished clean",
  "yosys.area.top_type": "edfxtp_1",
  "async_reset_ff_frac": 0,
  "wire_per_inst_um": 9.12,
  "final.setup.tns_ns": 0,
  "drt_wl_total_um": 1070,
  "p_comb_frac": 0.119,
  "drt-initial-drc-count": 21,
  "cts.sinks": 15,
  "postCtsHoldBufs": 0,
  "drt_first_pass_iters": 2,
  "synth_cells": 24,
  "synth_cell_types": 4,
  "syn2layout_area_growth_pct": 59.5,
  "crit_chain": "clkdlybuf4s50_1",
  "grt_first_pass_wirelength_um": 1660,
  "top_cell_area_share": 0.784,
  "place_area_um2": 871,
  "topCellsByArea": "edfxtp_1, mux2_4, buf_6, and2_2",
  "clk_pin_slew_ns": 0.06,
  "power.density_nw_per_um2": 1090,
  "design_area_um2": 916,
  "grt_setup_unrepaired": "false",
  "die_height_um": 94,
  "stdcell_count": 117,
  "p_int_mw": 0.824,
  "finalHoldViolations": 0,
  "detail-route-antenna-nets": 0,
  "grt_usage": 0.0255,
  "via_per_inst": 2.40,
  "pwr-share-clk": 0.339,
  "cap_violations": 0,
  "std_cell_rows": 26,
  "pin_count": 19,
  "cp_slowest_cell": "clkdlybuf4s50_1",
  "syn_area_um2": 574,
  "logic_area_um2": 113,
  "grt_antenna_before_repair": 0,
  "diodes": 0,
  "port_buffers": 18,
  "ys_chip_area_um2": 574,
  "synth_flops": 15,
  "place_congestion": 0.701,
  "power_switching_mw": 0.176,
  "grt-ovfl-total": 0,
  "criticalPathCategory": "reg2out",
  "tightest_slew_ns": 0.107,
  "sw_frac_of_total": 0.176,
  "grt_max_degree": 16,
  "maxSlewViolCount": 0
}
## per-layer routing
layer	global-route usage	vias up	wire (um)
met5	0	-	0
met4	0.00253	0	0
met3	0.0226	0	173
met2	0.0351	17	439
met1	0.0301	125	454
li1	-	139	-
## placed cells by master (no fill, tap or decap)
cell type         n
clkbuf_8          3
buf_12            2
clkdlybuf4s50_1  18
mux2_4            7
edfxtp_1         15
and2_2            1
clkbuf_1          1
## sequential cells by signal, summed over array words and instances (netlist names)
register / cells
out: 8
store: 7
## layout make-up
class | instances | area share
flip-flops and latches | 15 | 0.492
repair buffers | 20 | 0.240
multi-input cells | 8 | 0.123
well taps | 70 | 0.0956
clock buffers | 4 | 0.0492
## power groups by stage
stage | sequential (mW) | combinational (mW) | clock [mW]
6_report | 0.542 | 0.119 | 0.340
5_1_grt | 0.546 | 0.129 | 0.378
4_1_cts | 0.543 | 0.122 | 0.348
## final timing paths
check / cells past startpoint / endpoint / startpoint / slack, ns
worst min-delay path: 1 / out[0] / store[0] / 0.55
worst min register to register: 1 / out[0] / store[0] / 0.55
worst max register to register: 1 / out[5] / store[5] / 0.51
worst max-delay path: 1 / out[4] / out[4] / 0.09
## logic make-up (layout without fill, tap and decap cells)
| family | count (synthesis) | after routing | share of synthesized area |
|---|---|---|---|
| buf+inv | 1 | 24 | 0.0196 |
| flops | 15 | 15 | 0.784 |
| mux | 7 | 7 | 0.183 |
| simple gates | 1 | 1 | 0.0131 |
No activity file was given, so power comes from the tool's default toggle rates.
