### flow/config.mk
export PLATFORM = sky130hd
export DESIGN_NAME = UART_receiver
export DESIGN_NICKNAME = UART_receiver
export VERILOG_FILES = /design/flow/design.v
export SDC_FILE = /design/flow/constraint.sdc
export NUM_CORES = 4
export LEC_CHECK = 1
export CORE_UTILIZATION = 40
### flow/run.sh
#!/bin/bash
# OpenROAD 26Q1-2900-gdf79404cd8, Yosys 0.63+post, stock flow scripts
make -C /OpenROAD-flow-scripts/flow DESIGN_CONFIG=/design/flow/config.mk WORK_HOME=/design/flow/orfs finish
### flow/design.v
module UART_receiver(  
input clk,  
input RxD,  
output [7:0] RxData,  
output output_level);  
reg [3:0] bitcounter = 0;  
reg [1:0] samplecounter = 0;  
reg clear_bitcounter, inc_bitcounter, inc_samplecounter, clear_samplecounter;  
reg [13:0] counter = 0;  
reg state = 0;  
reg nextstate;  
reg shift;  
reg [9:0] rxshiftreg;  
reg output_reset = 0;  
reg [31:0] time_counter = 0;  
parameter clk_freq = 100_000_000;  
parameter baud_rate = 9_600;  
parameter oversamples = 4;  
parameter reset_counter = clk_freq/(baud_rate*oversamples);  
parameter counter_mid_sample = (oversamples/2);  
parameter num_bit = 10;  
parameter reset_key = 8'b01100001;  
parameter reset_high_seconds = 1;
parameter reset_time_counter = clk_freq*reset_high_seconds;
assign RxData = rxshiftreg [8:1];  
assign output_level = output_reset;
always @ (posedge clk) begin
counter <= counter +1;  
if (counter >= reset_counter-1) begin  
counter <=0;  
state <= nextstate;  
if (shift)rxshiftreg <= {RxD,rxshiftreg[9:1]};  
if (clear_samplecounter) samplecounter <=0;  
if (inc_samplecounter) samplecounter <= samplecounter +1;  
if (clear_bitcounter) bitcounter <=0;  
if (inc_bitcounter)bitcounter <= bitcounter +1;  
end
if (output_reset == 0 && rxshiftreg[8:1] == reset_key)
output_reset <= 1;
if (output_reset == 1)
if (time_counter >= reset_time_counter) begin
time_counter <= 0;
output_reset <= 0;
rxshiftreg[8:1] <= 0;
end
else time_counter <= time_counter +1;
end
always @ (posedge clk) begin  
shift <= 0;  
clear_samplecounter <=0;  
inc_samplecounter <=0;  
clear_bitcounter <=0;  
inc_bitcounter <=0;  
nextstate <=0;  
case (state)
0: begin  
if (RxD)  
nextstate <=0;  
else begin  
nextstate <=1;  
clear_bitcounter <=1;  
clear_samplecounter <=1;  
end
end
1: begin  
nextstate <= 1;  
if (samplecounter == counter_mid_sample - 1) shift <= 1;  
if (samplecounter == oversamples - 1) begin  
if (bitcounter == num_bit - 1)  
nextstate <= 0;  
inc_bitcounter <=1;  
clear_samplecounter <=1;  
end
else inc_samplecounter <=1;  
end
default: nextstate <=0;  
endcase
end
endmodule
### flow/constraint.sdc
current_design UART_receiver

set clk_period 3.2
set clk_io_pct 0.2

create_clock -name clk0 -period $clk_period [get_ports {clk}]

set non_clock_inputs [all_inputs -no_clocks]
set_input_delay [expr $clk_period * $clk_io_pct] -clock clk0 $non_clock_inputs
set_output_delay [expr $clk_period * $clk_io_pct] -clock clk0 [all_outputs]
==> impl_metrics.toml <==
# generated from flow reports
[synthesis]
async_flop_share_pct = 0
yosysUniqueCellTypes = 52
top_cells_by_area = "edfxtp_1 34%, dfxtp_1 17%, xnor2_1 3.7%"
edf_count = 40
syn-cell-area_sq_um = 3517
ys_warn_count = 1
ys_cells = 326
avgSynthCellArea_sq_um = 10.79
top_cell = "edfxtp_1"
ff_type = "edfxtp_1"
yosysSeqAreaShare_pct = 50.66
ys_area_sq_um = 3517
ys_top_cells_by_count = "40 x edfxtp_1, 29 x dfxtp_1, 20 x nor3_1, 16 x nor2_1, 15 x xnor2_1"
syn-instance-count = 326
yosysTopAreaCell = "edfxtp_1"
ys.flops = 69
top_area_share_pct = 34.15

[cts]
cts_root_buf = "clkbuf_8"
cts_tree = "done"
clock_path_buffers = 2
clkTransAtPathRegs_ns = 0.08
clkLatencyLatePin_ns = 0.35
cts_resized = 0
cts.sink_count = 69
cts_hold_buf = 0
cts_setup_buffers = 0
htreeDepth = 3
numCtsBuffers = 9

[worst_setup_path]
cp_data_required_time_ns = 3.38
critPathCaptureType = "register"
crit_type = "reg -> reg"
reg2regPathDepth = 5
worst_r2r_endpoint = "time_counter[22]$_SDFFCE_PP0P_"
critPathMaxFanout = 9
crit_family = "simple AND/OR/NAND/NOR gates"
arrival_ns = 2.45
r2r-start = "time_counter[0]$_SDFFCE_PP0P_"
cp_slowest_stage_delay_ns = 0.52
path_buffers = 0
path_cells = "ha_1, nand4_1, or3_1, or4_1, a211oi_1"
r2r_slack_ns = 0.93
startpoint_type = "register"
worst_path_max_delay_cell = "or3_1"

[run_status]
run_status = "finished, final reports clean"

[placed_design]
dp_hpwl_um = 4079
pre_cts_ws_ns = 0.9389
numPortBuffers = 10
place_congestion = 0.8042

[timing]
setup_viol = 0
worstMarginPinSlew_ns = 0.7227
min_period_ns = 2.272
slew_headroom_pct = 51.50
skew_ns = 0.01021
drv_slew = 0
hold_viol_final = 0
fmax_ghz = 0.4402
fin_crit_sh_pct = 70.99
worst_slack_ns = 0.9283
grt_setup_unrepaired = "no"
fin_tns_setup_ns = 0

[drt]
antenna_left = 0
wl_um = 6380
via_per_inst = 5.548
drc_errors = 0
drt_iter0_drc = 193
n_antenna_cell = 0
via_count = 2480
dr.pass1.iters = 4
wire_per_inst_um = 14.27

[die]
chip_area_sq_um = 9172
die_w_um = 95.77
die_h_um = 95.77
pin_count = 11
fp_util_pct = 41.96
core_area_sq_um = 8382
row_count = 33

[power]
switching_share_pct = 25.36
power_frac_clock_pct = 30.0
p_int_mw = 1.556
pwr-share-comb_pct = 15.6
power_frac_seq_pct = 54.3
p_sw_mw = 0.5284
max-vdd-ir-drop_mv = 0.3077
power.density_nw_per_um2 = 538.7
cellLeakagePower_nw = 1.240

[layout]
drive_gt1_share_pct = 11.70
fin_util_pct = 46.16
syn2layout_area_growth_pct = 9.996

[global_route]
grt_use_total_pct = 15.21
grt-ovfl-total = 0
antenna_found_initial = 0
grt_pass1_vias = 2124
grt_pass1_wl_um = 10560
grt_max_degree = 44

[min_path]
hold-path-cell-count = 0
hold_path.startpoint = "nextstate$_DFF_P_"
hold_end = "state$_DFFE_PN_"
hold_class = "reg -> reg"

[job]
warnings = 29
maxCapViolCount = 0
==> state kept, by name, indices dropped and copies added (netlist names) <==
signal,flops
bitcounter,4
clear_bitcounter,1
clear_samplecounter,1
counter,14
inc_bitcounter,1
inc_samplecounter,1
nextstate,1
output_reset,1
rxshiftreg,9
samplecounter,2
shift,1
state,1
time_counter,32
==> cell type report <==
type / count / area [sq um]
Sequential cell: 69 / 1783
Inverter: 11 / 41.29
Timing Repair Buffer: 16 / 145.1
Tap cell: 105 / 131.4
Multi-Input combinational cell: 230 / 1592
Clock inverter: 6 / 38.79
Fill cell: 763 / 4513
Clock buffer: 10 / 137.6
==> power by group through the flow <==
stage | clock network, mW | logic (mW) | registers [mW]
CTS | 0.652 | 0.331 | 1.13
global route | 0.688 | 0.370 | 1.15
finish | 0.626 | 0.326 | 1.13
==> cell usage in the layout, fill, tap and decap left out, types with 4 or more instances in the layout <==
cell             Yosys  routed
edfxtp_1            40      40
conb_1               1       7
o21a_1               4       4
nor2_1              16      16
and2_1               5       5
buf_4                8       6
o21ai_0              5       5
xnor2_1             15      15
nand4_1             12      12
o2111ai_1            8       8
or4_1                7       7
a31o_2               8       8
clkbuf_8             0      10
or3_1                7       7
a221oi_1             8       8
nor2b_1             14      14
clkdlybuf4s50_1      0      10
dfxtp_1             29      28
nor3_1              20      20
a211oi_1            10      10
nand3_1             12      12
nand2_1             11      11
inv_1               11      11
xor2_1              10      10
ha_1                 7       7
o31ai_1              5       5
a31oi_1              8       8
==> layer usage <==
metal / wire length, um / global-route usage, % / part of all wire (%) / vias to the layer above
met4: 91 / 1.741 / 1.4 / 0
met3: 251 / 3.614 / 3.9 / 7
met5: 0 / 0 / 0 / -
met1: 3205 / 24.14 / 50 / 1163
li1: - / - / - / 1270
met2: 2832 / 22.86 / 44 / 40
==> kinds of logic (layout without fill, tap and decap cells) <==
| group | count (synthesis) | after routing | synth area share [%] |
|---|---|---|---|
| AND-OR/OR-AND | 66 | 66 | 14.94 |
| XOR/XNOR | 25 | 25 | 6.226 |
| adder cells (fa/ha/maj) | 7 | 7 | 2.490 |
| buffers and inverters | 33 | 43 | 4.731 |
| flip-flops | 69 | 69 | 50.66 |
| multiplexers | 1 | 1 | 0.2846 |
| other | 1 | 7 | 0.1066 |
| AND/OR/NAND/NOR | 124 | 124 | 20.56 |
==> worst reg2reg max path, stage by stage (launching register included) <==
cell	delay [ns]
edfxtp_1	0.42
ha_1	0.23
nand4_1	0.28
or3_1	0.52
or4_1	0.43
a211oi_1	0.23
==> how the worst max path moves through the flow <==
stage	from	end	slack, ns	cells after the start
CTS	time_counter[0]$_SDFFCE_PP0P_	time_counter[22]$_SDFFCE_PP0P_	0.93	5
global route	time_counter[0]$_SDFFCE_PP0P_	time_counter[22]$_SDFFCE_PP0P_	0.79	5
finish	time_counter[0]$_SDFFCE_PP0P_	time_counter[22]$_SDFFCE_PP0P_	0.93	5
==> per-stage QoR <==
| step | hold slack (ns) | std cells | total power [mW] | instance area (sq um) |
|---|---|---|---|---|
| 6_report | 0.3917 | 447 | 2.084 | 3869 |
| 5_1_grt | 0.3926 | 447 | 2.204 | 3869 |
| 4_1_cts | 0.3930 | 447 | 2.114 | 3869 |
| 3_5_place_dp | 0.3896 | 431 | 1.479 | 3692 |
| 3_3_place_gp | 0.3867 | 431 | 1.475 | 3692 |
| 2_1_floorplan | 0.3855 | 332 | 1.393 | 3540 |
No activity file was given, so power comes from the tool's default toggle rates.
